## design/flow/run.sh

```bash
#!/bin/bash
# OpenROAD 26Q1-2900-gdf79404cd8, Yosys 0.63+post, stock flow scripts
make -C /OpenROAD-flow-scripts/flow DESIGN_CONFIG=/design/flow/config.mk WORK_HOME=/design/flow/orfs finish
```

## design/flow/config.mk

```make
export PLATFORM = sky130hd
export DESIGN_NAME = top
export DESIGN_NICKNAME = top
export VERILOG_FILES = /design/flow/design.v
export SDC_FILE = /design/flow/constraint.sdc
export NUM_CORES = 4
export LEC_CHECK = 1
export CORE_UTILIZATION = 50
```

## design/flow/constraint.sdc

```tcl
current_design top

set clk_period 4.3
set clk_io_pct 0.2

create_clock -name clk0 -period $clk_period [get_ports {CLOCK}]

set non_clock_inputs [all_inputs -no_clocks]
set_input_delay [expr $clk_period * $clk_io_pct] -clock clk0 $non_clock_inputs
set_output_delay [expr $clk_period * $clk_io_pct] -clock clk0 [all_outputs]
```

## design/flow/design.v

```verilog
module top(input CLOCK, input [2:0] KEYS, input [1:0] SWITCHES, 
	output [7:0] NS_SEG, output [7:0] EW_SEG);
	traffic_light_controller t1(.clk(CLOCK), 
		.reset(~KEYS[0]), 
		.ns_pedestrian(~KEYS[1]),
		.ew_pedestrian(~KEYS[2]),
		.error(SWITCHES[0]),
		.four_way_stop(SWITCHES[1]),
		.ns_light(NS_SEG), 
		.ew_light(EW_SEG));
endmodule
module traffic_light_controller (
    input clk,
    input reset,
    input ns_pedestrian,
    input ew_pedestrian,
    input error,
    input four_way_stop,
    output reg [7:0] ns_light,
    output reg [7:0] ew_light
);
parameter INIT = 3'b000;
parameter NS_GO = 3'b001;
parameter NS_YIELD = 3'b010;
parameter EW_GO = 3'b011;
parameter EW_YIELD = 3'b100;
parameter FOUR_WAY = 3'b101;
parameter ERROR = 3'b110;
parameter GREEN_TIME_MAX = 32'd750_000_000;  
parameter GREEN_TIME_MIN = 32'd250_000_000;  
parameter YELLOW_TIME = 32'd100_000_000;  
parameter FOUR_WAY_TIME = 32'd50_000_000;	 
parameter ERROR_TIME = 32'd25_000_000;		 
parameter RED_SEG = 8'b10001000;
parameter YELLOW_SEG = 8'b10011001;
parameter GREEN_SEG = 8'b10000010;
parameter ERROR_SEG = 8'b10000000;
parameter OFF_SEG = 8'b11111111;
reg [2:0] state;
reg [2:0] next_state;
reg [31:0] counter;
reg ns_ped_pressed = 1'b0;
reg ns_pedestrian_prev = 1'b0;
reg ew_ped_pressed = 1'b0;
reg ew_pedestrian_prev = 1'b0;
reg flash = 1'b0;
always @ (posedge clk or posedge reset) begin
	if (reset) begin
		state <= INIT;
		counter <= 0;
	end else begin
		if (!ns_pedestrian_prev && ns_pedestrian) begin
            if (state == EW_GO) ns_ped_pressed <= 1;
        end
        if (!ew_pedestrian_prev && ew_pedestrian) begin
            if (state == NS_GO) ew_ped_pressed <= 1;
        end
		if (error == 1) begin
			if (state != ERROR) begin
				state <= ERROR;
				flash <= 0;
				counter <= 0;
			end else if (counter >= ERROR_TIME) begin 
				counter <= 0;
				flash <= ~flash;
			end else counter <= counter + 1;
		end
		else if (four_way_stop == 1) begin
			if (state != FOUR_WAY) begin
				state <= FOUR_WAY;
				flash <= 0;
				counter <= 0;
			end else if (counter >= FOUR_WAY_TIME) begin 
				counter <= 0;
				flash <= ~flash;
			end else counter <= counter + 1;
		end else if (((state == ERROR) || (state == FOUR_WAY)) && ((error == 0) || (four_way_stop == 0))) begin
			state <= next_state;
			counter <= 0;
		end
		else if ((state == EW_GO) && (ns_ped_pressed) && (counter >= GREEN_TIME_MIN)) begin
			state <= next_state;
			counter <= 0;
			ns_ped_pressed <= 0;
		end
		else if ((state == NS_GO) && (ew_ped_pressed) && (counter >= GREEN_TIME_MIN)) begin
			state <= next_state;
			counter <= 0;
			ew_ped_pressed <= 0;
		end
		else if ((((state == NS_GO) || (state == EW_GO)) && (counter == GREEN_TIME_MAX))) begin
			state <= next_state;
			counter <= 0;
		end
		else if (((state == INIT) || (state == NS_YIELD) || (state == EW_YIELD)) && (counter == YELLOW_TIME)) begin
			state <= next_state;
			counter <= 0;
		end else counter <= counter + 1;
		ns_pedestrian_prev <= ns_pedestrian;
		ew_pedestrian_prev <= ew_pedestrian;
	end
end
always @ (*) begin
	case (state)
		INIT: next_state = NS_GO;
		NS_GO: next_state = NS_YIELD;
		NS_YIELD: next_state = EW_GO;
		EW_GO: next_state = EW_YIELD;
		EW_YIELD: next_state = NS_GO;
		ERROR: next_state = NS_GO;
		FOUR_WAY: next_state = NS_GO;
		default: next_state = INIT;
	endcase
end
always @ (*) begin
	case (state)
		INIT: begin
			ns_light = ERROR_SEG;
			ew_light = ERROR_SEG;
		end
		NS_GO: begin
			ns_light = GREEN_SEG;
			ew_light = RED_SEG;
		end
		NS_YIELD: begin
			ns_light = YELLOW_SEG;
			ew_light = RED_SEG;
		end
		EW_GO: begin
			ns_light = RED_SEG;
			ew_light = GREEN_SEG;
		end
		EW_YIELD: begin
			ns_light = RED_SEG;
			ew_light = YELLOW_SEG;
		end
		FOUR_WAY: begin
			ns_light = (flash == 1) ? OFF_SEG : RED_SEG;
			ew_light = (flash == 1) ? OFF_SEG : RED_SEG;
		end
		ERROR: begin
			ns_light = (flash == 1) ? OFF_SEG : ERROR_SEG;
			ew_light = (flash == 1) ? OFF_SEG : ERROR_SEG;
		end
		default: begin
			ns_light = 8'b11111111;
			ew_light = 8'b11111111;
		end
	endcase
end
endmodule
```

==> flow_metrics.env <==
# flow metrics
export IMPL_worst_pin_slew_ps=684
export IMPL_fin_crit_sh_pct=68.0
export IMPL_grt_pass1_wl_mm=10.2
export IMPL_edf_count=5
export IMPL_ys_cells=312
export IMPL_ctsResizeCount=0
export IMPL_wl_per_cell_um=14.9
export IMPL_reg2reg_from="t1.counter[17]"
export IMPL_die_x_um=77.5
export IMPL_total_power_uw=800
export IMPL_clock_sinks=44
export IMPL_worstPathArrival_ps=2060
export IMPL_tool_warnings=26
export IMPL_row_count=27
export IMPL_r2r_setup_slack_ps=1720
export IMPL_status="finished clean"
export IMPL_clkTransAtPathRegs_ps=80
export IMPL_ys_seq_share_pct=39.6
export IMPL_ys_types=55
export IMPL_setup_viol=0
export IMPL_slew_headroom_pct=54.3
export IMPL_antenna_cells=0
export IMPL_netlist_area_mm2=0.00285
export IMPL_cts_tree="done"
export IMPL_grt_max_degree=34
export IMPL_peakVddDrop_mv=0.175
export IMPL_grt_pass1_vias=2065
export IMPL_fp_util_pct=51.7
export IMPL_syn_inst=312
export IMPL_start_kind="flop"
export IMPL_cts_hold_buf=0
export IMPL_layout_top_cells="38 x dfrtp_1, 30 x a21oi_2, 25 x nand2_1"
export IMPL_area_delta_synth_final_pct=8.34
export IMPL_skew_ps=6.72
export IMPL_synth_avg_cell_area_um2=9.13
export IMPL_grt_use_total_pct=22.0
export IMPL_cp_end_kind="primary output"
export IMPL_gp_congestion=0.885
export IMPL_fin_crit_ps=2920
export IMPL_antenna_left=0
export IMPL_port_buffer_count=19
export IMPL_r2r_end="t1.counter[1]"
export IMPL_reg2reg_depth=6
export IMPL_clock_latency_late_pin_ps=290
export IMPL_path_class="reg -> out"
export IMPL_hpwl_mm=4.13
export IMPL_synth_flops=44
export IMPL_critPathMaxFanout=9
export IMPL_drc=0
export IMPL_final_layout_size_suffix_gt1_share_pct=17.5
export IMPL_wirelength_mm=5.74
export IMPL_clk_root_buffer_cell="clkbuf_8"
export IMPL_htree_levels=2
export IMPL_p_leak_uw=0.00113
export IMPL_ys_chip_area_mm2=0.00285
export IMPL_power_density_mw_per_mm2=259
export IMPL_synth_top_area_share_pct=33.4
export IMPL_hold_viol_final=0
export IMPL_ios=22
export IMPL_postCtsSetupRepairBufs=0
export IMPL_cts_made_buffers=5
export IMPL_cp_required_ps=3440
export IMPL_coreArea_mm2=0.00551
export IMPL_rsz0062_at_grt="no"
export IMPL_synth_async_reset_ratio_pct=88.6
export IMPL_timing_fmax_mhz=342
export IMPL_antenna_found_initial=0
export IMPL_maxSlewViolCount=0
export IMPL_hp_class="in -> async"
export IMPL_area_leaders="dfrtp_1 33%, a21oi_2 9.5%, edfxtp_1 5.3%"
export IMPL_die_h_um=77.5
export IMPL_ys_flop_type="dfrtp_1"
export IMPL_cap_violations=0
export IMPL_dr_pass1_iters=20
export IMPL_cts_path_max_buffers=2
export IMPL_top_area_cell="dfrtp_1"
export IMPL_layout_top_cell="dfrtp_1"
export IMPL_vias=2193
export IMPL_vias_per_cell=5.68
export IMPL_die_area_mm2=0.00600
export IMPL_yosysWarnings=1
export IMPL_drt_iter0_drc=104
export IMPL_overflow=0
export IMPL_tns_ps=0
how the worst max path moves through the flow:
stage / start / end / cells past startpoint
after CTS: t1.state[4] / EW_SEG[4] / 5
final: t1.state[4] / EW_SEG[4] / 5
after global routing: t1.state[4] / EW_SEG[4] / 5
synth_stat cells (2+ instances only):
library cell / n
edfxtp_1: 5
o21ai_0: 6
nand2_1: 25
inv_1: 11
buf_2: 6
a21oi_2: 31
and4_1: 2
a21oi_1: 11
buf_4: 8
nor2_1: 20
clkbuf_1: 12
ha_1: 2
a31oi_1: 2
dfrtp_1: 38
nand2b_1: 7
nor3_1: 17
and3_1: 6
buf_6: 3
or2_2: 2
or4_4: 2
nand4_1: 12
xnor2_1: 13
xor2_1: 16
a211oi_1: 2
nand3_1: 18
and2_1: 2
nor4_1: 5
worst max-delay path: stages, from the launching register on:
cell	delay (ps)
dfrtp_1	480
nor2_1	280
nand2_4	100
o31a_1	330
nand2b_1	130
clkdlybuf4s50_1	460
through the flow:
step | cells | hold slack (ps) | cell area (um2) | utilization (%) | setup slack (ps)
2_1_floorplan | 313 | 439 | 2850 | - | 2130
3_3_place_gp | 378 | 452 | 2990 | 54.4 | 1420
3_5_place_dp | 378 | 457 | 2990 | 54.4 | 1380
4_1_cts | 386 | 438 | 3090 | 56.1 | 1340
5_1_grt | 386 | 437 | 3090 | 56.1 | 1220
6_report | 386 | 436 | 3090 | 56.1 | 1380
report_power, final:
| part | internal, uW | switching, uW | leakage, uW | total [uW] |
|---|---|---|---|---|
| Clock | 128 | 141 | 0.0000510 | 269 |
| Sequential | 429 | 10.9 | 0.000584 | 440 |
| Combinational | 43.6 | 47.0 | 0.000493 | 90.6 |
kinds of logic (layout without fill, tap and decap cells):
group	Yosys count	count (layout)	synth area share, %
compound gates	67	67	18.6
xor+xnor	29	29	8.92
fa+ha+maj	2	2	0.878
buf+inv	40	41	7.38
flops	44	44	39.6
other cells	1	2	0.132
simple gates	129	129	24.6
cell type report:
type | instances | area, um2
Fill cell | 508 | 2420
Multi-Input combinational cell | 229 | 1530
Sequential cell | 44 | 1130
Timing Repair Buffer | 22 | 208
Tap cell | 72 | 90.1
Clock buffer | 6 | 82.6
Inverter | 11 | 41.3
Clock inverter | 2 | 10.0
flip-flops by register name, summed over array words and instances (netlist names):
signal                 count
t1.flash                   1
t1.state                   7
t1.ew_ped_pressed          1
t1.ns_ped_pressed          1
t1.ns_pedestrian_prev      1
t1.counter                32
t1.ew_pedestrian_prev      1
layer usage:
layer,GRT usage (%),routed length [um],up-vias
met5,0,0,-
met1,34.7,2700,1044
li1,-,-,1099
met2,34.4,2770,48
met4,2.64,23,0
met3,3.11,250,2
Power is estimated from default activity; no workload was simulated.
